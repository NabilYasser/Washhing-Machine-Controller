**design/flow/run.sh**
```bash
#!/bin/bash
# OpenROAD 26Q1-2900-gdf79404cd8, Yosys 0.63+post, stock flow scripts
make -C /OpenROAD-flow-scripts/flow DESIGN_CONFIG=/design/flow/config.mk WORK_HOME=/design/flow/orfs finish
```
**design/flow/config.mk**
```make
export PLATFORM = sky130hd
export DESIGN_NAME = WashingachineTop
export DESIGN_NICKNAME = WashingachineTop
export VERILOG_FILES = /design/flow/design.v
export SDC_FILE = /design/flow/constraint.sdc
export NUM_CORES = 4
export LEC_CHECK = 1
export CORE_UTILIZATION = 40
```
**design/flow/constraint.sdc**
```tcl
current_design WashingachineTop

set clk_period 5.2
set clk_io_pct 0.2

create_clock -name clk0 -period $clk_period [get_ports {clk_Top}]

set non_clock_inputs [all_inputs -no_clocks]
set_input_delay [expr $clk_period * $clk_io_pct] -clock clk0 $non_clock_inputs
set_output_delay [expr $clk_period * $clk_io_pct] -clock clk0 [all_outputs]
```
**design/flow/design.v**
```verilog
module Counter #(
    parameter FillingWaterTimeInSec=9'b001111000,WashingTimeInSec=9'b100101100,
              RinsingTimeInSec=9'b001111000,SpinningTimeInSec=9'b000111100,
              clk_freq_1=4'b0001,clk_freq_2=2*clk_freq_1,
              clk_freq_3=4*clk_freq_1,clk_freq_4=8*clk_freq_1
) (
    input wire Counter_RST,
    input wire clk,
    input wire [31:0] Counts,
    input wire CounterStop,
    output reg StateFinish 
);
reg [31:0] Counter;
always @(posedge clk or negedge Counter_RST) begin
    if (!Counter_RST) begin
        Counter<='b0;
    end else if(!CounterStop) begin
        Counter<=Counter+1'b1;
    end else begin
        Counter<=Counter;
    end
end
always @(posedge clk) begin
    if (Counter==Counts) begin
        StateFinish<=1'b1;
    end else begin
         StateFinish<=1'b0;
    end
end
endmodule
module ROM #(parameter  Min2_frq1=32'd118000000 ,Min2_frq2=32'd238000000,Min2_frq3=32'd478000000,Min2_frq4=32'd958000000,
                        Min5_frq1=32'd298000000 ,Min5_frq2=32'd598000000,Min5_frq3=32'd1198000000,Min5_frq4=32'd2398000000,
                        Min1_frq1=32'd58000000  ,Min1_frq2=32'd118000000,Min1_frq3=32'd238000000,Min1_frq4=32'd478000000
)
(
    input wire [1:0] clk_freq,
    input wire [2:0] StateFromController,
    output reg [31:0] CountsNum
);
    always @(*) begin
        case ({StateFromController,clk_freq})
            5'b00100,5'b11100: begin
                CountsNum=Min2_frq1;
            end
            5'b00101,5'b11101: begin
                CountsNum=Min2_frq2;
            end
            5'b00110,5'b11110: begin
                CountsNum=Min2_frq3;
            end
            5'b00111,5'b11111: begin
               CountsNum=Min2_frq4;
            end
            5'b01100: begin
               CountsNum=Min5_frq1;
            end
            5'b01101: begin
                CountsNum=Min5_frq2;
            end
            5'b01110: begin
                CountsNum=Min5_frq3;
            end
            5'b01111: begin
                CountsNum=Min5_frq4;
            end
            5'b11000: begin
                CountsNum=Min1_frq1;
            end
            5'b11001: begin
                CountsNum=Min1_frq2;
            end
            5'b11010: begin
                CountsNum=Min1_frq3;
            end
            5'b11011: begin
                CountsNum=Min1_frq4;
            end
            default:begin
                CountsNum=32'b01;
            end 
        endcase
    end
endmodule
module WashingMachineController #(
    parameter FillingWaterTimeInSec=120,WashingTimeInSec=300,
              RinsingTimeInSec=120,SpinningTimeInSec=60,
              clk_freq_1=1*10^6,clk_freq_2=2*clk_freq_1,
              clk_freq_3=4*clk_freq_1,clk_freq_4=8*clk_freq_1
) (
    input wire rst_n,
    input wire clk,
    input wire [1:0] clk_freq,
    input wire coin_in,
    input wire double_wash,
    input wire timer_pause,
    input wire StateFinish,
    output reg [2:0] CurrentState,
    output reg Counter_RST_From_FSM,
    output reg CounterStop,
    output reg wash_done
);
reg [2:0] NextState;
reg Tocin,Enable;
localparam Idle =3'b000,
           FillingWater=3'b001,
           Washing=3'b011,
           Rinsing=3'b111,
           Spinning=3'b110;
always @(posedge clk or negedge rst_n) begin
    if (!rst_n) begin
        CurrentState<=Idle;
    end else begin
        CurrentState<=NextState;
    end
end
always @(*) begin
    wash_done=1'b0;
    CounterStop=1'b0;
    Enable=1'b0;
    case (CurrentState)
        Idle: begin
            wash_done=1'b1;
            if (!coin_in) begin
                NextState=Idle;
                Counter_RST_From_FSM=1'b0;
            end else begin
                NextState=FillingWater;
                Counter_RST_From_FSM=1'b0;
            end
        end 
        FillingWater: begin
            if (!StateFinish) begin
                NextState=FillingWater;
                Counter_RST_From_FSM=1'b1;
            end else begin
                NextState=Washing;
                Counter_RST_From_FSM=1'b0;
            end
        end
        Washing:begin
            if (!StateFinish) begin
                NextState=Washing;
                Counter_RST_From_FSM=1'b1;
            end else begin
                NextState=Rinsing;
                Counter_RST_From_FSM=1'b0;
            end
        end
        Rinsing:begin
            if (!StateFinish) begin
                NextState=Rinsing;
                Counter_RST_From_FSM=1'b1;
            end else if (!(double_wash & Tocin)) begin
                NextState=Spinning;
                Counter_RST_From_FSM=1'b0;
            end else begin
                NextState=Washing;
                Counter_RST_From_FSM=1'b0;
                Enable=1'b1;
            end
        end
        Spinning:begin
            if (!timer_pause) begin
                if (!StateFinish) begin
                NextState=Spinning;
                Counter_RST_From_FSM=1'b1;
                end else begin
                NextState=Idle;
                Counter_RST_From_FSM=1'b0;
                end
            end else begin
                NextState=Spinning;
                Counter_RST_From_FSM=1'b1;
                CounterStop=1'b1;
            end
        end
        default:begin
            NextState=Idle;
            Counter_RST_From_FSM=1'b0;
        end
    endcase
end
    always @( posedge clk or negedge rst_n ) begin
        if (!rst_n) begin
            Tocin<=1'b1;
        end else if(Enable) begin
            Tocin<=1'b0;
        end
    end
endmodule
module WashingachineTop #(parameter  Min2_frq1=32'd118000000 ,Min2_frq2=32'd238000000,Min2_frq3=32'd478000000,Min2_frq4=32'd958000000,
                        Min5_frq1=32'd298000000 ,Min5_frq2=32'd598000000,Min5_frq3=32'd1198000000,Min5_frq4=32'd2398000000,
                        Min1_frq1=32'd58000000  ,Min1_frq2=32'd118000000,Min1_frq3=32'd238000000,Min1_frq4=32'd478000000
) (
    input wire clk_Top,
    input wire rst_n_Top,
    input wire [1:0] clk_freq_Top,
    input wire coin_in_Top,
    input wire double_wash_Top,
    input wire timer_pause_Top,
    output wire [2:0] CurrentState_Top,
    output wire wash_done_Top
);
wire Counter_RST_Top,StateFinish_Top,CounterStop_Top;
wire [31:0] Counts_Top;
wire Counter_RST_From_FSM_Top;
assign Counter_RST_Top=(rst_n_Top & Counter_RST_From_FSM_Top);
    Counter u_Counter(
    	.Counter_RST (Counter_RST_Top ),
        .clk         (clk_Top         ),
        .Counts      (Counts_Top      ),
        .CounterStop (CounterStop_Top ),
        .StateFinish (StateFinish_Top )
    );
    WashingMachineController  u_WashingMachineController(
    	.rst_n                (rst_n_Top                ),
        .clk                  (clk_Top                  ),
        .clk_freq             (clk_freq_Top             ),
        .coin_in              (coin_in_Top              ),
        .double_wash          (double_wash_Top          ),
        .timer_pause          (timer_pause_Top          ),
        .StateFinish          (StateFinish_Top          ),
        .CurrentState         (CurrentState_Top         ),
        .Counter_RST_From_FSM (Counter_RST_From_FSM_Top ),
        .CounterStop          (CounterStop_Top          ),
        .wash_done            (wash_done_Top            )
    );
    ROM #(
        .Min2_frq1 (Min2_frq1 ),
        .Min2_frq2 (Min2_frq2 ),
        .Min2_frq3 (Min2_frq3 ),
        .Min2_frq4 (Min2_frq4 ),
        .Min5_frq1 (Min5_frq1 ),
        .Min5_frq2 (Min5_frq2 ),
        .Min5_frq3 (Min5_frq3 ),
        .Min5_frq4 (Min5_frq4 ),
        .Min1_frq1 (Min1_frq1 ),
        .Min1_frq2 (Min1_frq2 ),
        .Min1_frq3 (Min1_frq3 ),
        .Min1_frq4 (Min1_frq4 )
    )
    u_ROM(
    	.clk_freq            (clk_freq_Top            ),
        .StateFromController (CurrentState_Top ),
        .CountsNum           (Counts_Top           )
    );
endmodule
```
==> qor.csv <==
stage,metric,value,unit
critical_path,reg2reg_slack,2390,ps
routing,vias,2094,
synth,area_leaders,"dfrtp_1 34%, xnor2_1 9.5%, xor2_1 7.4%",
global_route,grt_usage,20.3,%
cells_and_area,drive_gt1_share,7.69,%
placed_design,io_buffer_count,10,
synth,top_area_share,33.8,%
final_timing,period_needed,3640,ps
global_route,grt_max_degree,29,
synth,yosysWarningCount,3,
synth,syn_area_per_cell,9.02,µm²
critical_path,startpoint_type,primary input,
routing,wl_per_cell,16.1,µm
synth,ys_sh_xor,16.9,%
floorplan,fp_util,42.4,%
cts,htreeDepth,2,
final_timing,final.setup_skew,5.74,ps
global_route,globalRouteOverflowTotal,0,
synth,synth_area,2590,µm²
power_and_ir_drop,leakagePower,1.25,nW
cts,cts_buffer_depth,2,
floorplan,rows,28,
routing,wirelength,6.04,mm
final_timing,fin_crit_sh,70.1,%
global_route,grt_antenna_before_repair,0,
routing,num_antenna_cells,0,
placed_design,hpwl,4.40,mm
floorplan,die_h,82.4,µm
synth,yosysMostFrequentCell,dfrtp_1,
synth,adder_share,4.35,%
cts,postCtsHoldBufs,0,
floorplan,die-area,6790,µm²
outcome,status,"complete, no violations",
critical_path,crit_arrival,3860,ps
cts,numCtsBuffers,5,
final_timing,fin_tns_setup,0,ps
synth,async_reset_ff_share,97.3,%
final_timing,finalMaxSlewViolations,0,
min_path,hold_path.class,flop to async pin,
synth,ys_seq_elements,37,
synth,synthAoiAreaFrac,14.7,%
routing,ant_nets,0,
critical_path,slowest_stage,clkdlybuf4s50_1,
final_timing,holdWs,392,ps
cells_and_area,area_growth,10.4,%
synth,yosys.area_share.simple,23.5,%
synth,common_cells,"35 x dfrtp_1, 28 x xnor2_1, 25 x nand2_1",
synth,synthDistinctLibCells,54,
final_timing,fmax,274,MHz
critical_path,rr_startpoint,u_WashingMachineController.CurrentState[2]$_DFF_PN0_,
cts,postCtsSetupBuffers,0,
routing,initialDrtViolationCount,143,
critical_path,cp-end-kind,flop,
routing,viasPerCell,5.60,
cts,clk_pin_slew,80,ps
synth,syn_inst,287,
routing,drc,0,
power_and_ir_drop,power,0.589,mW
final_timing,setup-violations-final,0,
run,warning_count,32,
power_and_ir_drop,power_density,206,nW/µm²
synth,edf_count,0,
critical_path,worstPathCellList,"clkdlybuf4s50_1, inv_1, ha_1, nand2b_1, nor2_1, a311oi_2, xor2_1, nand4_1, or4_1, nor4_2",
cts,cts_root_buf,clkbuf_8,
final_timing,hold_viol_final,0,
synth,ys_chip_area,2590,µm²
placed_design,gp_congestion,0.876,
cts,clkSinkCount,37,
synth,synth.mux.area_fraction,1.21,%
cts,cts_tree,done,
critical_path,reg2reg_to,u_Counter.StateFinish$_DFF_P_,
critical_path,worstSetupPathType,primary input to flop,
floorplan,core-area,6100,µm²
critical_path,slowest_delay,690,ps
synth,largest_area_cell,dfrtp_1,
critical_path,r2r_cells,7,
synth,yosysSeqAreaShare,35.6,%
global_route,grt_pass1_wl,10.0,mm
final_timing,max_slew_margin,50.4,%
power_and_ir_drop,vdd_drop_max,0.000119,V
synth,yosys-stat-cells,287,
floorplan,die_w,82.4,µm
cts,cts_resized,0,
cts,clk_latency,290,ps
synth,synthTopLogicFamily,simple AND/OR/NAND/NOR gates,
critical_path,cp_data_required_time,5410,ps
final_timing,worstMarginPinSlew,744,ps
run,max-cap-violations,0,
critical_path,cp_max_fo,10,
routing,firstDrtPassIters,4,
final_timing,rsz0062_at_grt,false,
synth,ff_type,dfrtp_1,
floorplan,io_pins,11,
global_route,grt_pass1_vias,1940,
how the worst max path moves through the flow:
| stage | start | to | slack, ps |
|---|---|---|---|
| after CTS | clk_freq_Top[1] | u_Counter.StateFinish$_DFF_P_ | 1580 |
| after global routing | clk_freq_Top[1] | u_Counter.StateFinish$_DFF_P_ | 1400 |
| final | clk_freq_Top[1] | u_Counter.StateFinish$_DFF_P_ | 1560 |
critical path: cells and delay by family:
family                     cells  cell delay (ps)
and+or+nand+nor                5             1170
buffers and inverters          2              850
AOI/OAI and AO/OA              1              210
xor gates and xnor gates       1              170
adders and majority gates      1              420
layout by cell type (no fill, tap or decap), types with 4 or more instances in the layout:
cell	netlist	routed
nand2_1	25	25
ha_1	9	9
nand2b_1	7	7
buf_4	3	4
xnor2_1	28	28
clkbuf_8	0	5
a21oi_1	19	19
o21ai_0	7	7
xor2_1	22	22
nor2_1	21	21
and3_1	12	12
inv_1	5	5
nand4_1	10	10
clkdlybuf4s50_1	0	10
dfrtp_1	35	35
nand3_1	14	14
cell families after synthesis:
family	count (synthesis)
xor+xnor	50
flops	37
compound gates	57
buf+inv	17
mux	3
simple gates	114
fa+ha+maj	9
power by group:
| group | total, mW | internal [mW] | switching (mW) |
|---|---|---|---|
| sequential | 0.287 | 0.287 | 0.000000000000000353 |
| combinational | 0.0490 | 0.0195 | 0.0295 |
| clock | 0.253 | 0.144 | 0.109 |
sequential cells by signal (all words and copies together), names as in the netlist:
signal,flops
u_Counter.Counter,32
u_Counter.StateFinish,1
u_WashingMachineController.Tocin,1
u_WashingMachineController.CurrentState,3
cell type report:
cell class | count | area (µm²)
clock buffers | 6 | 72.6
fillers | 593 | 3240
inverters | 7 | 26.3
clock inverters | 2 | 38.8
flip-flops and latches | 37 | 922
repair buffers | 14 | 130
multi-input cells | 233 | 1570
well taps | 75 | 93.8
metrics by stage:
| step | worst slack, ps | util, % | area (µm²) | cells |
|---|---|---|---|---|
| final | 1560 | 46.9 | 2860 | 374 |
| after global routing | 1400 | 46.9 | 2860 | 374 |
| after CTS | 1580 | 46.9 | 2860 | 374 |
| after detailed placement | 1290 | 45.1 | 2750 | 366 |
| after global placement | 1340 | 45.1 | 2750 | 366 |
| after floorplan | 2100 | - | 2590 | 287 |
metal layers:
| metal | vias up | part of all wire (%) | GRT usage [%] |
|---|---|---|---|
| met5 | - | 0 | 0 |
| li1 | 1044 | - | - |
| met1 | 978 | 50 | 33.3 |
| met4 | 0 | 1.4 | 4.04 |
| met3 | 9 | 6.0 | 3.12 |
| met2 | 63 | 42 | 29.0 |
Power figures rest on the tool's default switching activity, not on a simulated workload.
